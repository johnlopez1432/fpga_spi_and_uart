File: /design/flow/config.mk
export PLATFORM = sky130hd
export DESIGN_NAME = spi_driver_320x240
export DESIGN_NICKNAME = spi_driver_320x240
export VERILOG_FILES = /design/flow/design.v
export SDC_FILE = /design/flow/constraint.sdc
export NUM_CORES = 4
export LEC_CHECK = 1
export CORE_UTILIZATION = 30
File: /design/flow/constraint.sdc
current_design spi_driver_320x240

set clk_period 6.1
set clk_io_pct 0.2

create_clock -name clk0 -period $clk_period [get_ports {CLK_50MHz}]

set non_clock_inputs [all_inputs -no_clocks]
set_input_delay [expr $clk_period * $clk_io_pct] -clock clk0 $non_clock_inputs
set_output_delay [expr $clk_period * $clk_io_pct] -clock clk0 [all_outputs]
File: /design/flow/design.v
`timescale 1ns / 1ps
module fifo_33x8(
  input CLK,
  input RESET,
  input RE,
  input WE,
  input [32:0] IN,
  output [32:0] OUT
  );
  logic [2:0] read_idx = 0;
  logic [2:0] write_idx = 0;
  logic [32:0] queue [0:7];
  logic [32:0] out_data;
  assign OUT = out_data;
  always_ff @(posedge CLK) begin
    if (RESET) begin 
      read_idx <= 0;
      write_idx <= 0;
    end
    else begin
      if (WE) begin
        queue[write_idx] <= IN;
        write_idx <= write_idx + 1;
      end
      if (RE) begin
        out_data <= queue[read_idx];
        read_idx <= read_idx + 1;
      end
    end
  end
endmodule
`timescale 1ns / 1ps
module spi_controller(
  input CLK_25MHz,    
  input [15:0] DATA,  
  input [3:0] LEN,    
  input MODE,         
  input RESET,        
  input WE,           
  output SPI_CS,      
  output SPI_RESET,   
  output SPI_DC,      
  output SPI_SDI,     
  output SPI_SCK,     
  output READY
  );
  logic clk_12MHz = 0;
  logic clk_6MHz = 0;
  logic [3:0] pos = 0;
  logic [15:0] current_data = 0;
  logic [3:0] current_len = 0;
  logic current_mode = 0;
  logic [15:0] next_data = 0;
  logic [3:0] next_len = 0;
  logic next_mode = 0;
  logic busy = 1;
  logic sending = 0;
  logic sdi_out = 0;
  logic dc_out = 0;
  logic cs_out = 1;
  logic reset_out = 1;
  typedef enum { INIT_0, INIT_1, INIT_2, RUN } STATE_T;
  STATE_T state = INIT_0;
  logic [18:0] reset_count = 0;
  const integer reset_hold = 375000;
  assign SPI_DC = current_mode;
  assign SPI_RESET = reset_out;  
  assign SPI_SCK = clk_6MHz;  
  assign SPI_SDI = sdi_out;
  assign SPI_CS = cs_out;
  assign READY = ~busy;
  always_ff @(posedge CLK_25MHz) begin
    clk_12MHz <= ~clk_12MHz;  
    if (RESET) begin
      cs_out <= 1;
      sending <= 0;
      busy <= 1;
    end
    case (state)
      INIT_0: begin
        busy <= 1;
        reset_out <= 1;  
        reset_count <= reset_count + 1;
        if (reset_count > reset_hold) begin
          state <= INIT_1;
          reset_count <= 0;
        end
      end
      INIT_1: begin
        reset_out <= 0;
        reset_count <= reset_count + 1;
        if (reset_count > reset_hold) begin
          state <= INIT_2;
          reset_count <= 0;
        end
      end
      INIT_2: begin
        reset_out <= 1;
        reset_count <= reset_count + 1;
        if (reset_count > reset_hold) begin
          state <= RUN;
          reset_count <= 0;
          busy <= 0;
        end
      end
      RUN: begin
        if (WE) begin
          busy <= 1;
          next_data <= DATA;
          next_mode <= MODE;
          next_len <= LEN;
        end
        if (clk_12MHz) begin
          clk_6MHz <= ~clk_6MHz;
          if (clk_6MHz && ~busy) begin
            cs_out <= 1;
          end
          if (busy && ~sending) begin
            pos <= next_len;
            current_data <= next_data;
            current_mode <= next_mode;
            sending <= 1;
            cs_out <= 0;
          end
          if (sending) begin
            if (clk_6MHz) begin
              sdi_out <= current_data[pos];
              pos <= pos - 1;
              if (pos == 0) begin
                busy <= 0;
                if (~WE) begin
                  sending <= 0;
                end
              end
            end
          end
        end
      end
      default:
        state <= INIT_0;
    endcase
  end
endmodule
`timescale 1ns / 1ps
module spi_driver_320x240 (
  input CLK_50MHz,
  input RESET,
  input [16:0] WA,
  input [15:0] WD,
  input WE,
  output [7:0] PMOD,
  output BUSY
  );
  typedef enum {
    NOP,          
    MADCTL,       
    MADCTL_DATA,  
    COLMOD,       
    COLMOD_DATA,  
    CASET,        
    CASET_SC,     
    CASET_EC,     
    PASET,        
    PASET_SC,     
    PASET_EC,     
    RAMWR,        
    RAMWR_DATA    
  } STATE_T;
  logic clk_25MHz = 0;
  logic cs_out, reset_out, dc_out, sdi_out, sck_out;
  logic [15:0] data;
  logic [3:0] len;
  logic mode;
  logic send;
  STATE_T state;
  logic [3:0] sending = 0;
  logic [8:0] current_col;
  logic [7:0] current_row;
  logic [15:0] current_data;
  logic fifo_read;
  logic [32:0] fifo_out;
  logic ready;
  logic [1:0] init_burn = 0;
  logic busy = 0;
  assign BUSY = busy;
  always_ff @(posedge CLK_50MHz) begin
    clk_25MHz <= ~clk_25MHz;
    if (RESET) begin
      sending <= 0;
    end
    if (state != RAMWR_DATA) begin
      busy <= 1;
    end
    if (WE) begin
      sending <= sending + 1;  
      if (sending > 7) begin
        busy <= 1;
      end
    end
    if (state == CASET && sending > 0 && ~clk_25MHz) begin
      fifo_read <= 1;
    end
    else begin
      fifo_read <= 0;
    end
    if (state == RAMWR_DATA && clk_25MHz) begin
      sending <= sending - 1;
      if (sending < 6) begin
        busy <= 0;
      end
    end
  end
  spi_controller spi_controller (
  .CLK_25MHz(clk_25MHz),
  .DATA(data),
  .LEN(len),
  .MODE(mode),
  .RESET(RESET),
  .WE(send),
  .SPI_CS(cs_out),
  .SPI_RESET(reset_out),
  .SPI_DC(dc_out),
  .SPI_SDI(sdi_out),
  .SPI_SCK(sck_out),
  .READY(ready)
  );
  assign PMOD = {cs_out,reset_out,dc_out,sdi_out,3'b000,sck_out};
  fifo_33x8 queue(.CLK(CLK_50MHz), .WE(WE), .RE(fifo_read),
                      .RESET(RESET), .IN({WA,WD}), .OUT(fifo_out));
  always_ff @(posedge clk_25MHz) begin
    if (RESET) begin
      state <= MADCTL;
      send <= 0;
    end
    else begin
      if (ready) begin
        case (state)
          NOP: begin
            data <= 8'h00;
            len <= 7;
            mode <= 0;
            send <= 1;
            if (init_burn == 3) begin
              state <= MADCTL;
            end
            init_burn <= init_burn + 1;
          end
          MADCTL: begin
            data <= 8'h36;
            len <= 7;
            mode <= 0;
            send <= 1;
            state <= MADCTL_DATA;
          end
          MADCTL_DATA: begin
            data <= 8'b00100000;
            len <= 7;
            mode <= 1;
            send <= 1;
            state <= COLMOD;
          end
          COLMOD: begin
            data <= 8'h3A;
            len <= 7;
            mode <= 0;
            send <= 1;
            state <= COLMOD_DATA;
          end
          COLMOD_DATA: begin
            data <= 8'b01010101;
            len <= 7;
            mode <= 1;
            send <= 1;
            state <= CASET;
          end
          CASET: begin
            if (sending > 0) begin
              current_col <= fifo_out[32:16]%320;
              current_row <= fifo_out[32:16]/320;
              current_data <= fifo_out[15:0];
              data <= 8'h2A;
              len <= 15;
              mode <= 0;
              send <= 1;
              state <= CASET_SC;
            end
            else begin
              send <= 0;
              state <= CASET;
            end
          end
          CASET_SC: begin
            data <= current_col;
            len <= 15;
            mode <= 1;
            state <= CASET_EC;
          end
          CASET_EC: begin
            data <= current_col;
            len <= 15;
            mode <= 1;
            send <= 1;
            state <= PASET;
          end
          PASET: begin
            data <= 8'h2B;
            len <= 15;
            mode <= 0;
            send <= 1;
            state <= PASET_SC;
          end
          PASET_SC: begin
            data <= current_row;
            len <= 15;
            mode <= 1;
            send <= 1;
            state <= PASET_EC;
          end
          PASET_EC: begin
            data <= current_row;
            len <= 15;
            mode <= 1;
            send <= 1;
            state <= RAMWR;
          end
          RAMWR: begin
            data <= 8'h2C;
            len <= 7;
            mode <= 0;
            send <= 1;
            state <= RAMWR_DATA;
          end
          RAMWR_DATA: begin
            data <= current_data;
            len <= 15;
            mode <= 1;
            send <= 1;
            state <= CASET;
          end
          default: state <= MADCTL;
        endcase
      end
    end
  end
endmodule
File: /design/flow/run.sh
#!/bin/bash
# OpenROAD 26Q1-2900-gdf79404cd8, Yosys 0.63+post, stock flow scripts
make -C /OpenROAD-flow-scripts/flow DESIGN_CONFIG=/design/flow/config.mk WORK_HOME=/design/flow/orfs finish
==> run summary <==
Flow results are below.

- The die is 247 um tall.
- The CTS buffer count is 31, for reference.
- Summed over all failing endpoints, the final setup total negative slack is 0 ns.
- Setup repair after global routing left no endpoint under its margin.
- For this run, the top clock speed supported by timing is 308 MHz.
- Before antenna repair, the detailed router went through 24 iterations.
- The clock period could shrink to 3.25 ns.
- The required time of the critical path is 6.35 ns, for reference.
- The overall global routing resource usage is 10.9%, for reference.
- In this run the count of I/O pins placed on the die edge is 45.
- After synthesis, the share of flip-flops with an asynchronous set or reset is 0%.
- The kind of critical path is primary input to flop, for reference.
- The clock tree buffer depth is 3, for reference.
- The largest fanout on the critical path is 18, for reference.
- Checking max transition, the worst relative margin is 42.4%.
- The max-capacitance violation count is 0, for reference.
- The first global-routing pass estimated 48.9 mm of wire.
- Entering global routing, the biggest net connects 106 pins.
- The most frequently used flop master after synthesis is edfxtp_1, for reference.
- Summing every instance area after synthesis gives 18000 um^2.
- The last timing report of the flow puts the setup violation total at 0.
- The residual overflow from global routing is 0, for reference.
- For the pin with the worst max-slew slack, the measured transition is 0.864 ns.
- The number of buffers inserted by port buffering is 41, for reference.
- Per the OpenROAD floorplan log, the area of the die is 60900 um^2.
- The worst-skew pair later-pin latency is 0.57 ns, for reference.
- The post-route netlist has 18.9% of its cells at a drive strength greater than 1.
- The data arrival time of the worst path is 3.50 ns, for reference.
- Power comes to 4.38 mW.
- The fill cell total of the finished layout is 5431, for reference.
- The width of the chip is 247 um, for reference.
- The logic area is 4610 um^2, for reference.
- The buffer cell driving the clock tree root is clkbuf_16, for reference.
- OpenROAD emitted warnings numbering 33.
- The peak supply drop is 0.212 mV, for reference.
- The flow ran to the end, and the final reports show no timing, DRC or antenna violations.
- Per the cell usage report, the commonest logic cells after layout are edfxtp_1 (416), nor2_1 (74), mux4_2 (71).
- The power report puts the leakage power at 6.29 nW.
- Post-CTS repair changed the size of 0 cells.
- The synthesized netlist handed to floorplanning was reported with a cell count of 1039.
- The total power density per cell area is 216 nW/um^2, for reference.
- The worst-case register-to-register setup slack is 3.56 ns, for reference.
- Registers take 13000 um^2.
- In this run, synthesis inferred 416 flip-flops with an integrated enable.
- For reference, the clock transition at the flip-flops on the worst setup and hold paths is 0.06 ns.
- The count of cells along the worst register-to-register path is 3, for reference.
- The number of cells in the yosys synthesis report is 1039, for reference.
- The depth of the worst hold-timing path is 1, for reference.
- 251 endpoints have no timing constraint.
- After floorplanning, the core was divided into 89 placement rows.
- The reg-to-reg startpoint is queue.read_idx[1], for reference.
- The count of routing violations after the opening detailed-route iteration is 692, for reference.
- The sequential fraction of the synthesis area is 72.4%, for reference.
- The distinct cell type count after synthesis is 77, for reference.
- The final antenna diode tally reported by the flow is 0.
- The number of antenna violations at the first check in global routing came to 0.
- The post-cts hold buffer count is 0, for reference.
- The vias after detailed routing is 8821, for reference.
- The final clock skew is 0.0107 ns, for reference.
- The type of the worst min-delay path is flop to flop, for reference.
- Nets still carrying antenna violations after routing amount to 0.
- The routed design shows a wire length per standard cell of 16.5 um.
- For reference, the post-synthesis area per instance comes to 17.3 um^2.
- Per the CTS log, the maximum H-tree level is 1.
- The share of the clock period used by the worst path is 53.3%, for reference.
- The TritonCTS clock tree is built, for reference.
- The number of vias per cell after detailed routing is 4.73, for reference.
- The worst register-to-register path ends at queue.out_data[23].
- The total half-perimeter wirelength after legalization and detailed placement is 19.0 mm, for reference.
- The number of register pins that no clock reaches is 132, for reference.
- The yosys stat chip area is 18000 um^2, for reference.
- Before placement the cells fill 30.4% of the core.
- The total detailed-routing wirelength is 30.7 mm, for reference.
- The via count of the first global-routing pass is 8901, for reference.
- The core region is 59100 um^2.
- The placer's final routability congestion estimate is 0.815, for reference.
- The number of max-slew violations in the final report is 0, for reference.
- The layout overhead on the synthesized area is 12.8%, for reference.
- The remaining routing DRC violations is 0, for reference.
- Buffers added to address setup during post-CTS repair amount to 0.
- The number of warnings printed during yosys synthesis is 3, for reference.
- The total count of hold-check failures in the final report is 0, for reference.
- The critical path endpoint category is a flop, for reference.
- The worst hold path startpoint is clk_25MHz, for reference.
- Yosys reported a register bit count of 442.
- The worst hold path terminates at clk_25MHz.
- STA classifies the critical path startpoint as a primary input.
- The most common cell after layout, fill and taps aside is edfxtp_1, for reference.
[cells by family after synthesis]
family,count (synthesis),synth area share [%]
AND/OR/NAND/NOR,224,6.21
XOR/XNOR,26,1.31
buffers and inverters,94,2.36
AND-OR/OR-AND,120,4.99
flip-flops,442,72.4
multiplexers,116,11.6
other,2,0.0418
adder cells (fa/ha/maj),15,1.02
[cell type report]
type / count / area share (%)
Sequential cell: 442 / 64.3
Timing Repair Buffer: 60 / 2.73
Clock buffer: 38 / 3.96
Clock inverter: 20 / 1.00
Inverter: 27 / 0.500
Tap cell: 773 / 4.77
Multi-Input combinational cell: 505 / 22.7
[cells in the mapped netlist, drive strengths merged, types with 5 or more instances]
master / instances / share of area (%)
a211oi: 9 / 0.38
a21oi: 20 / 0.56
a221oi: 6 / 0.29
and2: 10 / 0.35
buf: 34 / 1.1
clkbuf: 33 / 0.70
dfxtp: 26 / 2.9
edfxtp: 416 / 70
ha: 12 / 0.84
inv: 27 / 0.56
mux2: 33 / 2.1
mux2i: 12 / 0.67
mux4: 71 / 8.9
nand2: 42 / 0.89
nand2b: 5 / 0.17
nand3: 19 / 0.53
nor2: 82 / 1.8
nor2b: 8 / 0.28
nor3: 18 / 0.56
nor4: 6 / 0.21
o211ai: 5 / 0.21
o21a: 5 / 0.21
o21ai: 22 / 0.61
o22ai: 10 / 0.38
or2: 6 / 0.21
or3: 5 / 0.17
xnor2: 12 / 0.59
xor2: 14 / 0.72
[where the power goes]
group          total, mW  internal [mW]  switching [mW]
clock               1.85           1.07           0.783
sequential          2.39           2.37          0.0164
combinational      0.141         0.0618          0.0793
[state kept, by name, indices dropped and copies added, names as in the netlist, 4 cells and up]
| signal | flops |
|---|---|
| queue.out_data | 33 |
| spi_controller.next_data | 16 |
| queue.queue | 264 |
| current_col | 9 |
| spi_controller.pos | 4 |
| current_data | 16 |
| spi_controller.reset_count | 19 |
| spi_controller.current_data | 16 |
| state | 12 |
| current_row | 8 |
| data | 16 |
| sending | 4 |
[critical path, cell delays in order]
cell	delay, ns
clkdlybuf4s50_1	0.74
or3b_2	0.61
nor2_4	0.51
buf_4	0.39
[layer usage]
layer  wire (um)  share of wire (%)  global-route usage [%]  vias to the layer above
li1            -                  -                       -                     4115
met1       12700                 41                    15.2                     4347
met3        3430                 11                    5.80                       38
met2       14100                 46                    16.2                      321
met5           0                  0                       0                        -
met4         549                1.8                    1.78                        0
[stage by stage]
stage          instances  area, um^2  setup WS, ns  util, %  hold WS [ns]
2_1_floorplan       1041       18000          1.63        -         0.482
3_3_place_gp        1807       19300          2.28     32.6         0.534
3_5_place_dp        1807       19300          2.24     32.6         0.542
4_1_cts             1865       20300          2.81     34.3         0.555
5_1_grt             1865       20300          2.75     34.3         0.588
6_report            1865       20300          2.85     34.3         0.548
[how the worst max path moves through the flow]
stage	depth (start not counted)	start	endpoint
final	4	WE	queue.queue[1][21]
after CTS	4	WE	queue.queue[1][32]
after global routing	4	WE	queue.queue[1][26]
Power figures rest on the tool's default switching activity, not on a simulated workload.
